**/design/flow/config.mk**
```make
export PLATFORM = sky130hd
export DESIGN_NAME = concat
export DESIGN_NICKNAME = concat
export VERILOG_FILES = /design/flow/design.v
export SDC_FILE = /design/flow/constraint.sdc
export NUM_CORES = 4
export LEC_CHECK = 1
export CORE_UTILIZATION = 30
```
**/design/flow/constraint.sdc**
```tcl
current_design concat

set clk_period 1.0
set clk_io_pct 0.2

create_clock -name clk0 -period $clk_period [get_ports {clk}]

set non_clock_inputs [all_inputs -no_clocks]
set_input_delay [expr $clk_period * $clk_io_pct] -clock clk0 $non_clock_inputs
set_output_delay [expr $clk_period * $clk_io_pct] -clock clk0 [all_outputs]
```
**/design/flow/design.v**
```verilog
module concat(u0, u1, u0_ip, u1_ip, clk);
input [31:0]u0_ip, u1_ip;
input clk;
output [47:0]u0;
reg [47:0]u0;
output [15:0]u1;
reg [15:0]u1;
always@(posedge clk)
begin			 
u0[47:16] <= u0_ip;
u0[15:0] <= u1_ip[15:0];
u1 <= u1_ip[31:16];
end
endmodule
```
**/design/flow/run.sh**
```bash
#!/bin/bash
# OpenROAD 26Q1-2900-gdf79404cd8, Yosys 0.63+post, stock flow scripts
make -C /OpenROAD-flow-scripts/flow DESIGN_CONFIG=/design/flow/config.mk WORK_HOME=/design/flow/orfs finish
```
==> flow_metrics.py <==
# Generated from Yosys and OpenROAD reports
metrics = {
    "status": {
        "run_status": "completed",
    },
    "layout": {
        "logic_area_um2": 0,
        "drive_gt1_frac": 0.413,
        "layout_top_cell_excl_fill_tap": "sky130_fd_sc_hd__clkdlybuf4s50_1",
        "fillers": 327,
        "final_cell_area_um2": 2530,
        "nMultiInputCombCells": 0,
        "areaGrowthSynthToFinish_pct": 97.5,
        "top_library_cells_by_usage_in_the_layout_fill_and_taps_aside": "sky130_fd_sc_hd__clkdlybuf4s50_1 (64), sky130_fd_sc_hd__buf_2 (62), sky130_fd_sc_hd__dfxtp_1 (55), sky130_fd_sc_hd__clkbuf_8 (10), sky130_fd_sc_hd__dfxtp_2 (9)",
    },
    "sta": {
        "timing.final.hold_violations": 0,
        "fin_setup_tns_ns": 0,
        "final.min_clock_period_ns": 0.951,
        "timing_worst_slew_pin_value_ns": 0.102,
        "setup_viol": 0,
        "max_freq_mhz": 1050,
        "max_slew_margin": 0.932,
        "fraction_of_the_cycle_the_final_worst_path_needs": 0.951,
        "grt_setup_unrepaired": "false",
        "finalMaxSlewViolations": 0,
    },
    "floorplanning": {
        "io_pins": 129,
        "die_area_um2": 4540,
        "coreArea_um2": 4060,
        "chipWidth_um": 67.4,
        "die_y_um": 67.4,
        "fp_util": 0.316,
        "std_cell_rows": 23,
    },
    "detailed_routing": {
        "drc": 0,
        "first_iter_violations": 18,
        "detail_route.wl_per_cell_um": 11.9,
        "vias_per_cell": 3.77,
        "detailroute.via_count": 972,
        "drt.antenna.violating_nets": 0,
        "antenna-diode-count": 0,
        "firstDrtPassIters": 2,
        "drt_wl_total_um": 3070,
    },
    "synthesis": {
        "post_synth_inst_count": 64,
        "yosys_cells": 64,
        "synth-seq-cells": 64,
        "mux_contribution_to_synthesized_area": 0,
        "synth_seq_share": 1.00,
        "synth.lib_cells_used.distinct": 1,
        "yosys.area_share.aoi": 0,
        "xor_area_frac": 0,
        "synth.avg_cell_area_um2": 20.0,
        "synth-adder-area-share": 0,
        "ys_sh_simple": 0,
        "synth.yosys.chip_area_um2": 1280,
        "synthesis.area_um2": 1280,
        "ys.warnings.count": 1,
    },
    "worst_setup_path": {
        "crit_arrival_ns": 0.75,
        "worstPathCellList": "buf_2",
        "timing.setup.critical_path_class": "register to primary output",
        "critical_path_required_ns": 0.80,
        "cp-end-kind": "primary output",
        "path_max_fanout": 1,
        "timing.critical_path.buf_inv": 1,
        "timing.critical_path.max_delay_family": "flip-flops",
        "cpMaxStageDelayCell": "sky130_fd_sc_hd__dfxtp_2",
        "cp-start-kind": "register",
        "timing.critical_path.slowest_cell_delay_ns": 0.32,
    },
    "grt": {
        "grt_pass1_vias": 876,
        "globalRouteTotalUtil": 0.141,
        "number_of_antenna_violations_at_the_first_check_in_global_routing": 0,
        "grt_overflow": 0,
        "grt_max_degree": 11,
        "grt_pass1_wl_um": 4400,
    },
    "clock_tree": {
        "tritoncts.num_buffers": 9,
        "cts.htree.levels": 3,
        "number_of_clock_sinks_seen_by_cts": 64,
        "cts_root_buf": "sky130_fd_sc_hd__clkbuf_8",
        "cts_tree": "done",
        "ctsLongestPathBuffers": 2,
        "hold_buffers": 0,
        "clkTransAtPathRegs_ns": 0.06,
    },
    "run": {
        "max-cap-violations": 0,
        "warnings": 26,
    },
    "power_and_ir_drop": {
        "total_leakage_power_nw": 1.15,
        "cellPowerDensity_nw_per_um2": 2130,
        "vdd_drop_max_mv": 1.52,
        "total_power_w": 0.00538,
    },
    "min_path": {
        "worst_hold_path_type": "primary input to register",
    },
    "place": {
        "buffer_ports.inserted": 128,
        "total_cell_area_at_the_placement_stage_um2": 2630,
        "gp_routability_congestion": 0.700,
    },
}
==> path summary, 6_finish.rpt <==
path | to | cells after the start | slack (ns) | start
worst max-delay path | u0[31] | 1 | 0.05 | u0[31]
worst min-delay path | u1[6] | 1 | 0.31 | u1_ip[22]
==> timing repair <==
action                     in CTS  in global routing
gates resized                 200                  3
setup endpoints to repair      64                  2
pin swaps                       0                  0
setup buffers                   0                  0
==> synth_stat cells, drive strengths merged <==
master	number	area, um2
dfxtp	64	1280
==> metal layers <==
| layer | GRT usage | part of all wire | wire length, um |
|---|---|---|---|
| met4 | 0.0213 | 0.016 | 49 |
| met3 | 0.101 | 0.17 | 522 |
| met2 | 0.209 | 0.46 | 1420 |
| met5 | 0 | 0 | 0 |
| met1 | 0.174 | 0.35 | 1070 |
==> cell type report <==
type                    instances  area, um2  share of cell area
repair buffers                128        961               0.380
well taps                      50       62.6              0.0247
clock buffers                  13        149              0.0589
clock inverters                 3       65.1              0.0257
flip-flops and latches         64       1290               0.511
==> power breakdown <==
group / internal, W / leakage (nW) / total, W / switching, W
combinational: 0.000296 / 0.503 / 0.000341 / 0.0000449
clock: 0.00147 / 0.108 / 0.00232 / 0.000850
sequential: 0.00269 / 0.540 / 0.00272 / 0.0000286
total: 0.00446 / 1.15 / 0.00538 / 0.000924
==> metrics by stage <==
stage                     instances  hold slack, ns  setup slack, ns  utilization
final                           258           0.311           0.0486        0.623
after global routing            258           0.281         0.000718        0.623
after CTS                       258           0.295          0.00131        0.626
after detailed placement        242           0.652           0.0333        0.647
after global placement          242           0.649           0.0323        0.647
after floorplan                  64           0.228            0.538            -
==> cell families after synthesis <==
| family | count (synthesis) |
|---|---|
| flip-flops | 64 |
==> state kept, by name (all words and copies together), names as in the netlist <==
signal,cells
u0,48
u1,16
Power is estimated from default activity; no workload was simulated.
