<file path="flow/run.sh">
#!/bin/bash
# OpenROAD 26Q1-2900-gdf79404cd8, Yosys 0.63+post, stock flow scripts
make -C /OpenROAD-flow-scripts/flow DESIGN_CONFIG=/design/flow/config.mk WORK_HOME=/design/flow/orfs finish
</file>
<file path="flow/config.mk">
export PLATFORM = sky130hd
export DESIGN_NAME = mul_cal
export DESIGN_NICKNAME = mul_cal
export VERILOG_FILES = /design/flow/design.v
export SDC_FILE = /design/flow/constraint.sdc
export NUM_CORES = 4
export LEC_CHECK = 1
export CORE_UTILIZATION = 40
</file>
<file path="flow/constraint.sdc">
current_design mul_cal

set clk_period 14.8
set clk_io_pct 0.2

create_clock -name clk0 -period $clk_period [get_ports {clk}]

set non_clock_inputs [all_inputs -no_clocks]
set_input_delay [expr $clk_period * $clk_io_pct] -clock clk0 $non_clock_inputs
set_output_delay [expr $clk_period * $clk_io_pct] -clock clk0 [all_outputs]
</file>
<file path="flow/design.v">
module mul_cal(g0, g1, x0, x1, f, clk, quad);
input [15:0]g0, g1; input clk; input [16:0]f; input [1:0]quad;
output [15:0]x0, x1;
reg [15:0]x0, x1, x; reg [32:0]x0_, x1_;
always@(posedge clk)
begin
x0_ = g0*f;   
x1_ = g1*f;
x0[15:0] = x0_[32:17];
x1[15:0] = x1_[32:17];
if(quad == 2'b00) begin
    x0 = x0; x1 = x1; end
if(quad == 2'b01) begin
x = x0;
    x0 = x1; x1 = -x; end
if(quad == 2'b10) begin
    x0 = -x0; x1 = -x1; end
if(quad == 2'b11) begin
x = x0;
    x0 = -x1; x1 = x; end
end
endmodule 
</file>
==> flow_summary_export.csv <==
group,metric,value,unit
global_routing,pin_count_of_the_biggest_net_entering_global_routing,35,
cells_and_area,share_of_final_layout_standard_cells_stronger_than_drive_strength_1,2.987,%
cts,htree_levels,2,
cells_and_area,regArea,640.6,µm²
synthesis,synth.top_cell.area_share,39.77,%
critical_path,critical_path.max_fanout,17,
drt,detail_route.iter0.violations,812,
flow_run,cap_violations,0,
cts,cts.repair_timing.setup_buffer_count,0,
timing,setup_total_negative_slack,0,ns
worst_hold_path,worst_hold_path.endpoint,"x1[4]$_DFF_P_",
drt,dr_total_vias,16808,
timing,max_slew_vio_count,0,
critical_path,critPathMaxStageDelay,0.99,ns
synthesis,synth_flops,32,
timing,timing_worst_slew_pin_value,0.9280,ns
synthesis,synth-warning-count,1,
timing,maxSlewHeadroom,37.94,%
synthesis,netlist_area,0.02084,mm²
drt,wirelength,53240,µm
placement,port_buffers,83,
cts,numCtsBuffers,5,
synthesis,common_cells,"inv_1, nand2_1, fa_1",
cells_and_area,fin_util,43.51,%
synthesis,synthTopCellsByArea,"fa_1, ha_1, inv_1",
synthesis,yosys.cell_types.count,87,
cts,clk_path_buf_depth,2,
timing,final.period_utilization,84.76,%
global_routing,global_route.overflow_total,0,
critical_path,cp_data_arrival_time,12.70,ns
synthesis,yosys-stat-cells,2518,
synthesis,synth_area_per_cell,8.276,µm²
cts,clock_tree_from_tritoncts,"yes",
synthesis,synth_area_leader_cell,"fa_1",
drt,firstDrtPassIters,5,
floorplan,boundaryPins,84,
timing,rsz0062_at_grt,"false",
worst_hold_path,worst_hold_path_type,"in2reg",
timing,period_needed,12.54,ns
floorplan,floorplan.die.height,230.2,µm
floorplan,chipWidth,230.2,µm
timing,hold_violations,0,
critical_path,slowest_stage,"clkdlybuf4s50_1",
placement,gp_congestion,0.9045,
critical_path,critical_path_class,"in2reg",
synthesis,ff_type,"dfxtp_1",
drt,via_per_inst,5.267,
critical_path,buf_inv_stages_crit_path,8,
cells_and_area,final-comb-area,0.01783,mm²
flow_run,stage_log_warnings,25,
synthesis,yosys_area,0.02084,mm²
critical_path,critPathCaptureType,"register",
cts,cts.sink_count,32,
global_routing,grt_pass1_vias,17439,
placement,place_inst,3184,
cells_and_area,post-route-cell-area,0.02237,mm²
drt,antennaDiodeCount,0,
floorplan,floorplan.initialDensity,40.54,%
critical_path,required,14.95,ns
drt,post_route_antenna_net_violation_count,0,
cells_and_area,area_delta_synth_final,7.343,%
floorplan,core_region_area,0.05141,mm²
timing,timing.final.setup_violations,0,
placement,half_perimeter_wire_length_of_the_detailed_placement_result,42370,µm
critical_path,worst_path_dominant_cell_family,"adder cells",
synthesis,asr_flop_ratio_synth,0,%
drt,route.detailed.drc,0,
synthesis,netlist.top_cell.by_instances,"inv_1",
cts,cts_hold_buffers,0,
critical_path,critPathLaunchType,"input pin",
synthesis,syn-instance-count,2518,
cts,clkSlewWorstSetupHoldPaths,0.05,ns
global_routing,antenna_violations_before_repair,0,
run_status,run_status,"finished, final reports clean",
global_routing,gr-usage-all-layers,22.25,%
worst_hold_path,hold_path.startpoint,"quad[1]",
worst_hold_path,min_path_cells,3,
cts,clockRootBuffer,"clkbuf_16",
global_routing,grt_pass1_wl,90710,µm
timing,achievable-frequency,79.72,MHz
synthesis,seq_area_frac_synth,3.074,%
drt,detail_routed_net_length_per_standard_cell,16.69,µm
cts,quantity_of_gates_resized_following_cts,0,
cells_and_area,layout.cells.non_filler,3191,
cells_and_area,fillerInstances,4963,
floorplan,dieArea,0.05301,mm²
synthesis,edf_count,0,
placement,place_area,0.02224,mm²
floorplan,num_rows,83,
[per-stage QoR]
stage	setup WS, ns	hold WS (ns)
floorplan	3.788	3.218
global placement	2.142	3.629
detailed placement	2.073	3.613
CTS	2.314	3.571
global route	1.437	3.584
finish	2.255	3.559
[cell usage in the layout (no fill, tap or decap), types with 31 or more instances in the layout]
cell             netlist  routed
ha_1                 208     208
nand3_1               32      32
nor3_1                31      31
fa_1                 414     414
nand2_1              419     419
o21ai_0               57      57
nor2_1                73      72
a21oi_1               89      89
and2_1               219     219
buf_4                  1      33
inv_1                490     490
clkdlybuf4s50_1        0      83
xnor2_1               41      41
dfxtp_1               32      32
[flip-flops by register name, summed over array words and instances (netlist names)]
register / cells
x0: 16
x1: 16
[area by class of cell]
type / instances / area share [%]
timing repair buffer: 116 / 4.822
inverter: 490 / 8.222
tap: 680 / 3.804
multi-input combinational: 1866 / 79.69
clock inverter: 1 / 0.02237
clock buffer: 6 / 0.5761
sequential: 32 / 2.864
[layer usage]
metal  GRT usage, %  wire, µm
met3          6.611      4491
met5              0         0
met4          2.815       765
met1          34.81     24570
met2          32.50     23420
[logic make-up after synthesis]
kind of cell / after synthesis / synth area share [%]
buf+inv: 620 / 11.40
flops: 32 / 3.074
compound gates: 308 / 10.08
fa+ha+maj: 622 / 52.26
simple gates: 866 / 20.14
xor+xnor: 61 / 2.600
mux: 9 / 0.4503
[worst max-delay path by stage]
stage | startpoint | end | cells after the start
CTS | f[7] | x0[15]$_DFF_P_ | 35
finish | f[7] | x0[15]$_DFF_P_ | 35
global route | f[7] | x0[14]$_DFF_P_ | 35
