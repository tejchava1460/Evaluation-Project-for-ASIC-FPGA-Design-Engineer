File: flow/design.v
module sin_cos(u1, g0, g1, clk, quad);
input [15:0]u1; input clk;
output [15:0]g0, g1; output [1:0]quad;
reg [15:0]g0, g1;
reg [1:0]quad;
reg [13:0]x_g_a, x_g_b, g_b;
reg [16:0]c_1, c_2, y_a, y_b, y_g_a, y_g_b;
reg [30:0]y_g_1, y_g_2; 
integer i;
always@(posedge clk)
begin
quad[1:0] = u1[15:14];    
x_g_a = u1[13:0];
g_b = 14'b11111111111111;   
x_g_b = g_b - x_g_a;
c_1 = 17'b10100010010001110;
c_2 = 17'b10100010001100100;
y_g_1 = c_1 * x_g_a;
y_g_2 = c_1 * x_g_b;
y_a[16:0] = y_g_1[30:14];
y_b[16:0] = y_g_2[30:14];
y_g_a = - y_a + c_2;
y_g_b = - y_b + c_2;
if(y_a > c_2) begin
y_g_a = -y_g_a;
quad[1:0] = 0;
end
if(y_b > c_2) begin
y_g_b = -y_g_b;
quad[1:0] = 0;
end
g0[15:0] = y_g_b[16:1]; g1[15:0] = y_g_a[16:1];
end
endmodule
File: flow/run.sh
#!/bin/bash
# OpenROAD 26Q1-2900-gdf79404cd8, Yosys 0.63+post, stock flow scripts
make -C /OpenROAD-flow-scripts/flow DESIGN_CONFIG=/design/flow/config.mk WORK_HOME=/design/flow/orfs finish
File: flow/constraint.sdc
current_design sin_cos

set clk_period 13.5
set clk_io_pct 0.2

create_clock -name clk0 -period $clk_period [get_ports {clk}]

set non_clock_inputs [all_inputs -no_clocks]
set_input_delay [expr $clk_period * $clk_io_pct] -clock clk0 $non_clock_inputs
set_output_delay [expr $clk_period * $clk_io_pct] -clock clk0 [all_outputs]
File: flow/config.mk
export PLATFORM = sky130hd
export DESIGN_NAME = sin_cos
export DESIGN_NICKNAME = sin_cos
export VERILOG_FILES = /design/flow/design.v
export SDC_FILE = /design/flow/constraint.sdc
export NUM_CORES = 4
export LEC_CHECK = 1
export CORE_UTILIZATION = 50
==> ci_impl_report.md <==
### Flow metrics

| Metric | Value |
|---|---|
| Peak Freq | 0.0955 GHz |
| Cell chosen for the clock root | sky130_fd_sc_hd__clkbuf_16 |
| Placement Cell Area | 10400 um^2 |
| CTS tree | built |
| Tool warnings | 67 |
| Syn Inst Count | 1080 |
| Maximum Capacitance Violations | 0 |
| Average vias per placed instance | 5.39 |
| Synth area leader | sky130_fd_sc_hd__ha_1 |
| Antenna cell count | 0 |
| Final min period | 10470 ps |
| Die Area | 19800 um^2 |
| Data required time of the worst path | 13710 ps |
| Number of enable flip-flop cells | 0 |
| Number of DRC violations after detailed routing | 0 |
| CP Max Fanout | 9 |
| Hold Fails Final Rpt | 0 |
| Largest net degree at the start of global routing | 21 |
| First-pass GRT wire length | 32200 um |
| Worst-path clk slew | 50 ps |
| Portion of the post-synthesis area used by sequential elements | 7.08% |
| Kind of path behind the tightest hold check | in2reg |
| Detailed-placement wirelength estimate | 16200 um |
| Chip Height | 141 um |
| Total vias in the final route | 7343 |
| Asr flop ratio synth | 0% |
| Worst-case headroom to the max-slew limit | 47.2% |
| Residual overflow from global routing | 0 |
| Post-Place Cells | 1354 |
| Endpoint kind of the worst setup timing path | flip-flop |
| Leading cell types by total area after synthesis | sky130_fd_sc_hd__ha_1 (35%), sky130_fd_sc_hd__fa_1 (17%), sky130_fd_sc_hd__inv_1 (7.4%) |
| Ratio of cells with drive above 1 in the final layout | 3.81% |
| Final setup fails | 0 |
| Routability Congestion | 0.881 |
| Total negative setup slack | 0 ps |
| Final period util | 77.5% |
| Class of the most critical setup path | in2reg |
| Kind of start point of the critical path | primary input |
| Number of standard cells in the final layout excluding fillers | 1362 |
| Outcome | complete, no violations |
| Unique cell type count in the Yosys netlist | 82 |
| Floorplan core area | 18800 um^2 |
| Hold buffer count at cts | 0 |
| Mean Syn Cell Area | 8.91 um^2 |
| Post-Syn Area | 9620 um^2 |
| Global-route usage over all layers | 20.5% |
| Slew @ Worst Pin | 781 ps |
| H-tree depth | 2 |
| Placement Rows | 50 |
| Number of violations reported at the end of detailed-routing iteration 0 | 305 |
| DRT Pass-1 Iters | 5 |
| Number of flip-flops and latches in the synthesized netlist | 34 |
| Initial Utilization | 51.2% |
| Number of global-route vias before repair | 7048 |
| Detail Route Antenna Nets | 0 |
| Unrepaired setup endpoints after global routing | no |
| Syn. warnings | 1 |
| Most common flop cell mapped by yosys | sky130_fd_sc_hd__dfxtp_1 |
| TritonCTS Buffers | 5 |
| Arrival time of the worst setup path | 10680 ps |
| Routed WL per cell | 13.6 um |
| Port buffer count | 50 |
| Routed Wire Length | 18600 um |
| Die Width | 141 um |
| Yosys cell count | 1080 |
| Total clock sinks | 34 |
| Non-Filler Cell Area, Final | 10500 um^2 |
| Number of buffers added for setup after CTS | 0 |
| Synth top area share | 35.1% |
| IO Count | 51 |
| Antenna violations before repair | 0 |
| YS chip area | 9620 um^2 |
| Area Overhead vs Synth | 9.29% |
| Maximum root-to-sink buffer count | 2 |
| Post-CTS resize count | 0 |
| Number of max-slew violations in the final report | 0 |
[cells by family after synthesis]
kind of cell	synth area share (%)
compound gates	13.7
xor+xnor	6.36
fa+ha+maj	51.8
buf+inv	8.07
flops	7.08
mux	0.833
simple gates	12.2
[registers in the layout, summed over array words and instances (netlist names)]
| name | cells |
|---|---|
| g0 | 16 |
| g1 | 16 |
| quad | 2 |
[cells in the mapped netlist (all sizes together), types with 5 or more instances]
master,n
xnor2,50
a211o,5
or2,7
o21a,6
buf,7
ha,270
o21ai,37
o211ai,11
nand4,9
or3,6
clkbuf,5
and2,7
nor3,22
xor2,19
nand2,53
mux2i,8
nor2,49
o21bai,5
dfxtp,34
a21oi,47
nand3,19
fa,80
nor4,7
and3,10
a211oi,9
nand2b,7
inv,190
nor2b,6
a21o,21
a31oi,12
[metal layers]
metal	wire length (um)	GRT usage [%]	share of wire, %	up-vias
met2	7920	31.3	43	91
met3	849	4.26	4.6	5
met4	123	1.03	0.66	0
met1	9690	32.3	52	3435
li1	-	-	-	3812
met5	0	0	0	-
[cell type report]
class | count | area [um^2]
Fill cell | 1742 | 8260
Multi-Input combinational cell | 844 | 8160
Inverter | 190 | 713
Sequential cell | 34 | 681
Timing Repair Buffer | 52 | 515
Tap cell | 234 | 293
Clock buffer | 7 | 143
Clock inverter | 1 | 5.00
[per-stage QoR]
stage | setup WS, ps | hold slack [ps] | util [%]
2_1_floorplan | 4350 | 2850 | -
3_3_place_gp | 3010 | 3300 | 55.2
3_5_place_dp | 2850 | 3280 | 55.2
4_1_cts | 3110 | 3000 | 56.0
5_1_grt | 2280 | 3010 | 56.0
6_report | 3030 | 3000 | 56.0
[placed cells by master (no fill, tap or decap), drive strengths merged, types with 3 or more instances in the layout]
master / Yosys / final
ha: 270 / 270
inv: 190 / 190
fa: 80 / 80
nand2: 53 / 53
clkdlybuf4s50: 0 / 50
xnor2: 50 / 50
nor2: 49 / 49
a21oi: 47 / 47
o21ai: 37 / 37
dfxtp: 34 / 34
nor3: 22 / 22
a21o: 21 / 21
nand3: 19 / 19
xor2: 19 / 19
a31oi: 12 / 12
o211ai: 11 / 11
and3: 10 / 10
nand4: 9 / 9
a211oi: 9 / 9
mux2i: 8 / 8
nor4: 7 / 7
nand2b: 7 / 7
or2: 7 / 7
clkbuf: 5 / 7
and2: 7 / 7
o21a: 6 / 6
nor2b: 6 / 6
or3: 6 / 6
a211o: 5 / 5
o21bai: 5 / 5
o22ai: 4 / 4
o31ai: 4 / 4
and4: 4 / 4
nor3b: 3 / 3
o2111ai: 3 / 3
a41o: 3 / 3
o311ai: 3 / 3
or3b: 3 / 3
[worst max-delay path, cell delays in order]
cell	delay (ps)
sky130_fd_sc_hd__clkdlybuf4s50_1	680
sky130_fd_sc_hd__inv_1	270
sky130_fd_sc_hd__fa_1	560
sky130_fd_sc_hd__ha_1	310
sky130_fd_sc_hd__inv_1	40
sky130_fd_sc_hd__fa_1	480
sky130_fd_sc_hd__inv_1	60
sky130_fd_sc_hd__fa_1	510
sky130_fd_sc_hd__fa_1	550
sky130_fd_sc_hd__inv_1	50
sky130_fd_sc_hd__fa_1	490
sky130_fd_sc_hd__inv_1	40
sky130_fd_sc_hd__ha_1	430
sky130_fd_sc_hd__o21ai_0	170
sky130_fd_sc_hd__a21oi_1	200
sky130_fd_sc_hd__o21ai_0	240
sky130_fd_sc_hd__nand3_1	170
sky130_fd_sc_hd__xor2_1	400
sky130_fd_sc_hd__inv_1	160
sky130_fd_sc_hd__ha_1	220
sky130_fd_sc_hd__a21oi_1	220
sky130_fd_sc_hd__o21ai_0	140
sky130_fd_sc_hd__xnor2_1	380
sky130_fd_sc_hd__nor4b_1	690
sky130_fd_sc_hd__a21oi_1	150
sky130_fd_sc_hd__mux2i_1	190
sky130_fd_sc_hd__xnor2_1	130
[final timing paths]
path	cells past startpoint	slack (ps)	from	end
hold / removal	2	3000	u1[14]	quad[0]
setup / recovery	27	3030	u1[12]	g0[11]
